==> ./design.v <==
`timescale 1ns/100ps
module adder (ip1, ip2, out);
input [31:0] ip1, ip2;
output [31:0] out;
reg [31:0] add;
always @(ip1 or ip2) begin
 add <= ip1 + ip2;
end
assign out = add;
endmodule
==> ./run.sh <==
#!/bin/bash
# OpenROAD 26Q1-2900-gdf79404cd8, Yosys 0.63+post, stock flow scripts
make -C /OpenROAD-flow-scripts/flow DESIGN_CONFIG=/design/flow/config.mk WORK_HOME=/design/flow/orfs finish
==> ./config.mk <==
export PLATFORM = sky130hd
export DESIGN_NAME = adder
export DESIGN_NICKNAME = adder
export VERILOG_FILES = /design/flow/design.v
export SDC_FILE = /design/flow/constraint.sdc
export NUM_CORES = 4
export LEC_CHECK = 1
export CORE_AREA = 10 10 94 94
export DIE_AREA = 0 0 104 104
==> ./constraint.sdc <==
current_design adder

set clk_period 14.5
set clk_io_pct 0.2

create_clock -name clk0 -period $clk_period

set non_clock_inputs [all_inputs -no_clocks]
set_input_delay [expr $clk_period * $clk_io_pct] -clock clk0 $non_clock_inputs
set_output_delay [expr $clk_period * $clk_io_pct] -clock clk0 [all_outputs]
==> flow_summary_export.csv <==
group,metric,value,unit
power_and_ir_drop,leakage,1.18,nW
logic_synthesis,yosys.stat.chipArea,0.00174,mm²
power_and_ir_drop,power.ir.vdd_worst,22.5,µV
layout,layout_top_cell_excl_fill_tap,"clkdlybuf4s50_1",
power_and_ir_drop,power-per-cell-area,48.0,mW/mm²
setup_path,type_of_origin_of_the_critical_path,"input pin",
setup_path,path_class,"input pin to output port",
layout,flop_area,0,µm²
grt,number_of_global_route_vias_before_repair,2044,
floorplanning,die_width,104,µm
grt,grt_max_degree,11,
final_timing,worstMarginPinSlew,0.537,ns
place,place.detailed.hpwl,5.18,mm
place,placed_cells,422,
logic_synthesis,synth_cells,241,
grt,grt.overflow.total,0,
logic_synthesis,postSynthSeqShare,0,
setup_path,slowest_cell_on_the_critical_path,"clkdlybuf4s50_1",
final_timing,timing.final.hold_violations,0,
setup_path,setup.worst_path.end_class,"output port",
grt,grtUsageTotal,0.102,
detailed_routing,wirelength,5.88,mm
detailed_routing,postRouteAntennaNets,0,
final_timing,count_of_endpoints_failing_setup_in_the_final_report,0,
grt,grt_first_pass_wirelength,9.70,mm
place,io_buffers,96,
floorplanning,rows,30,
layout,drive_gt1_frac,0.0307,
cts,holdBufCountCts,0,
setup_path,worst-path-max-fanout,4,
cts,postCtsSetupRepairBufs,0,
setup_path,worst_setup_path_startpoint,"ip1[0]",
detailed_routing,drt_pre_antenna_iters,4,
setup_path,arrival_time_worst_endpoint,5.88,ns
grt,number_of_antenna_violations_at_the_first_check_in_global_routing,0,
detailed_routing,drt_iter0_markers,115,
final_timing,post-route-period-util,0.605,
layout,final-instance-count-excl-fill,422,
setup_path,cp_data_required_time,11.60,ns
detailed_routing,dr_total_vias,2070,
layout,num-fill-cells,728,
floorplanning,coreArea,0.00683,mm²
logic_synthesis,yosys_cell_count,241,
final_timing,tns,0,ns
floorplanning,core_util_floorplan,0.255,
cts,post_cts_resize_count,0,
layout,flops,0,
final_timing,fmax,114,MHz
setup_path,crit_top_cell,"clkdlybuf4s50_1",
floorplanning,die_area,0.0108,mm²
layout,p_r_area_growth_vs_syn,59.5,%
floorplanning,floorplan.io_pins,96,
detailed_routing,viasPerCell,4.91,
setup_path,path_cells,"clkdlybuf4s50_1 -> ha_1 -> fa_1 -> a21o_1 -> a31o_2 -> nand3_1 -> o221ai_1 -> a311oi_1 -> o21bai_1 -> xor2_1 -> clkdlybuf4s50_1",
layout,layout.cells.most_common_list,"clkdlybuf4s50_1, ha_1, a21oi_1",
logic_synthesis,synth.cell_area,0.00174,mm²
final_timing,post_layout_min_period,8.78,ns
detailed_routing,remaining_drc_errors,0,
job,max-cap-violations,0,
floorplanning,chipHeight,104,µm
status,outcome,"complete, no violations",
place,gp_congestion,0.819,
job,openroad.warnings,32,
detailed_routing,antenna_cells,0,
logic_synthesis,synth_area_per_cell,7.24,µm²
logic_synthesis,synth_cell_type_count,50,
detailed_routing,wl_per_cell,13.9,µm
hold_path,holdCritPathClass,"input pin to output port",
hold_path,hp-start,"ip2[0]",
final_timing,timing_max_transition_violations_final,0,
layout,nClkBuffers,0,
setup_path,critical_path.max_stage_delay,0.49,ns
final_timing,rsz0062_at_grt,"no",
final_timing,worst_slew_margin_rel,0.633,
logic_synthesis,yosys_warnings,1,
## stage by stage
step                instance area (µm²)  power [mW]  setup slack (ns)  hold WS (ns)  utilization
global route                       2780       0.148              5.52          6.85        0.407
CTS                                2780       0.135              5.71          6.85        0.407
detailed placement                 2780       0.134              5.72          6.84        0.407
global placement                   2780       0.135              5.78          6.83        0.407
floorplan                          1740      0.0641              6.87          5.87            -
finish                             2780       0.133              5.72          6.84        0.407
## Yosys cell counts, drive strengths merged, types with 3 or more instances
master  instances  area, µm²
nand4           8       50.1
o21bai          5       48.8
a311oi          3       43.8
or2             3       18.8
a21oi          29        145
nand3          10       50.1
o211ai          3       22.5
clkbuf          8       30.0
nor3            4       20.0
inv             6       22.5
buf             3       13.8
ha             31        388
o21ai          15       78.8
a21o           19        143
a31oi           3       18.8
xor2           15        131
nand2          18       67.6
nor2           12       45.0
a211oi          3       22.5
xnor2          13        114
## per-layer routing
layer,vias to the layer above,global-route usage,routed length [µm]
met3,0,0.0194,304
met2,54,0.166,2610
met1,929,0.144,2970
li1,1087,-,-
met4,0,0,0
met5,-,0,0
## path summary, 6_finish.rpt
kind	slack [ns]	end	depth (start not counted)
max	5.72	out[26]	11
min	6.84	out[0]	3
## cells by family after synthesis
logic type,Yosys count,synth area share
buffers and inverters,17,0.0380
XOR/XNOR,28,0.141
multiplexers,2,0.0115
adder cells (fa/ha/maj),32,0.234
AND/OR/NAND/NOR,65,0.183
AND-OR/OR-AND,97,0.393
## area by class of cell
type	count	area [µm²]	share of cell area
inverter	6	22.5	0.00810
tap	96	120	0.0432
timing repair buffer	96	961	0.345
multi-input combinational	224	1680	0.603
## critical path, delay by kind of cell
family,cells,cell delay [ns]
AND-OR/OR-AND,5,1.17
XOR/XNOR,1,0.16
adder cells (fa/ha/maj),2,0.64
buffers and inverters,2,0.89
AND/OR/NAND/NOR,1,0.09
## power breakdown
group	switching [mW]	internal [mW]
clock	0	0
combinational	0.0532	0.0803
sequential	0	0
No activity file was given, so power comes from the tool's default toggle rates.
